===== design/flow/run.sh =====
#!/bin/bash
# OpenROAD 26Q1-2900-gdf79404cd8, Yosys 0.63+post, stock flow scripts
make -C /OpenROAD-flow-scripts/flow DESIGN_CONFIG=/design/flow/config.mk WORK_HOME=/design/flow/orfs finish

===== design/flow/config.mk =====
export PLATFORM = sky130hd
export DESIGN_NAME = sort
export DESIGN_NICKNAME = sort
export VERILOG_FILES = /design/flow/design.v
export SDC_FILE = /design/flow/constraint.sdc
export NUM_CORES = 4
export LEC_CHECK = 1
export CORE_UTILIZATION = 40
export SYNTH_HDL_FRONTEND = slang

===== design/flow/constraint.sdc =====
current_design sort

set clk_period 8.9
set clk_io_pct 0.2

create_clock -name clk0 -period $clk_period [get_ports {clk}]

set non_clock_inputs [all_inputs -no_clocks]
set_input_delay [expr $clk_period * $clk_io_pct] -clock clk0 $non_clock_inputs
set_output_delay [expr $clk_period * $clk_io_pct] -clock clk0 [all_outputs]

===== design/flow/design.v =====
interface slave_if (input clk, input reset);
   logic tready;
   logic tvalid;
   logic tlast;
   logic [15 : 0] tdata;
endinterface : slave_if
interface master_if (input clk, input reset);
   logic oready;
   logic ovalid;
   logic olast;
   logic [15: 0] odata;
endinterface : master_if
package sort_package_sv;
   typedef enum           logic[3:0]{idle, mem_store, sort_p1, sort_p2, sort_switch_p_1, sort_switch_p_2, sort_finished_1, sort_finished_2} states;
   parameter integer 	  ADDRESS = 3;
   parameter integer 	  WIDTH = 16;
   logic [31 : 0] num_of_data = 3;
endpackage : sort_package_sv
interface my_ram_if (input clk, input reset);
   parameter WIDTH = 16; 
   parameter ADDRESS = 4;   
   logic          en1;
   logic          w_en1;
   logic [WIDTH - 1 : 0] w_data1;
   logic [WIDTH - 1 : 0] r_data1;
   logic [ADDRESS - 1 : 0] addr1;
   logic [WIDTH - 1 : 0]   r_data2;
   logic [ADDRESS - 1 : 0] addr2;
   localparam RAM_DEPTH = 2**ADDRESS;
   reg [WIDTH - 1: 0]      ram [0:RAM_DEPTH-1];
endinterface : my_ram_if
import sort_package_sv::*;
module sort#
  (
   parameter integer WIDTH = WIDTH,
   parameter integer ADDRESS = ADDRESS
   )
   (
    input logic 		 clk,
    input logic 		 reset,
    output logic 		 tready,
    input logic 		 tvalid,
    input logic 		 tlast,
    input logic [WIDTH - 1 : 0]  tdata,
    output logic [WIDTH - 1 : 0] odata,
    input logic 		 oready,
    output logic 		 ovalid,
    output logic 		 olast
    );
   logic [ADDRESS : 0] 		 i_reg, i_next;
   logic [ADDRESS : 0] 		 j_reg, j_next;
   logic [WIDTH - 1 : 0] 	 buble_num_reg, buble_num_next;
   logic [WIDTH - 1 : 0] 	 comp_num_reg, comp_num_next;
   logic [ADDRESS : 0] 		 sort_length_reg, sort_length_next;
   logic 			 olast_l;
   logic [WIDTH - 1 : 0] 	 odata_l_reg;
   my_ram_if #(.WIDTH(WIDTH), .ADDRESS(ADDRESS)) ram_mem(clk, reset);
   states state_reg, state_next = idle;
   always @(posedge clk)begin
      if (reset)begin
         j_reg <= 0;
         i_reg <= 0;
         state_reg <= idle;
         comp_num_reg <= 0;
         buble_num_reg <= 0;
         sort_length_reg <= 0;
	 odata_l_reg <= 0;
      end
      else begin
         state_reg <= state_next;
         j_reg <= j_next;
         i_reg <= i_next;
         comp_num_reg <= comp_num_next;
         buble_num_reg <= buble_num_next;
         sort_length_reg <= sort_length_next;
	 odata_l_reg <= odata;	 
      end
   end   
   always@(*)begin
      ram_mem.en1 = 1'b0;
      ram_mem.w_en1 = 1'b0;
      i_next = i_reg;
      j_next = j_reg;
      comp_num_next = comp_num_reg;
      buble_num_next = buble_num_reg;
      tready = 1'b0;
      ovalid = 1'b0;
      odata = 0;
      olast = 1'b0;
      state_next = state_reg;
      ram_mem.addr1 = 0;
      ram_mem.addr2 = 0;
      sort_length_next = sort_length_reg;      
      ram_mem.w_data1 = 0;
      olast_l = 0;            
      case(state_reg)
        idle:begin
           j_next = 0;
           i_next = 0;
           state_next = idle;
           comp_num_next = 0;
           buble_num_next = 0;
           tready = 1'b1;
           if (tvalid == 1'b1)begin              
	      ram_mem.en1 = 1'b1;
	      ram_mem.w_en1 = 1'b1;
	      ram_mem.addr1 = sort_length_reg;              
	      ram_mem.w_data1 = tdata;
	      sort_length_next = sort_length_reg + 1'b1;
	      state_next = mem_store;
	      if (tlast )begin
		 state_next = sort_p1;
	      end		
           end
        end  
        mem_store:begin
           if (sort_length_reg < 2**ADDRESS)begin
	      tready = 1'b1;
	      if (tvalid == 1'b1)begin
		 ram_mem.en1 = 1'b1;
		 ram_mem.w_en1 = 1'b1;
		 ram_mem.addr1 = sort_length_reg;              
		 ram_mem.w_data1 = tdata;
		 sort_length_next = sort_length_reg + 1'b1;
		 if (tlast )begin
		    state_next = sort_p1;
		 end		
	      end  
	   end  
	   else begin
	      state_next = sort_p1;
	      tready = 1'b0;	       
	   end
        end
        sort_p1:begin
	   tready = 1'b0;	      
           ram_mem.en1 = 1'b1;
           ram_mem.addr1 = i_reg;
           ram_mem.addr2 = j_reg;
           state_next = sort_p2;
        end
        sort_p2: begin
           if(ram_mem.r_data1 < ram_mem.r_data2)begin
              buble_num_next = ram_mem.r_data1;
              comp_num_next = ram_mem.r_data2;
              state_next = sort_switch_p_1;
           end
           else begin
              j_next = j_reg + 1'b1;
              state_next = sort_p1;
              if (j_next == sort_length_reg)begin
                 state_next = sort_p1;
                 j_next = 0;
                 i_next = i_reg + 1'b1;
                 if (i_next == sort_length_reg)begin
                    state_next = sort_finished_1;
                    i_next = 0;
                 end
              end
           end
        end  
        sort_switch_p_1:begin
           state_next = sort_switch_p_2;
           ram_mem.en1 = 1'b1;
           ram_mem.w_en1 = 1'b1;
           ram_mem.addr1 = i_reg; 
           ram_mem.w_data1 = comp_num_reg;
        end  
        sort_switch_p_2:begin
           state_next = sort_p1;
           ram_mem.en1 = 1'b1;
           ram_mem.w_en1 = 1'b1;
           ram_mem.addr1 = j_reg;  
           ram_mem.w_data1 = buble_num_reg;
           if (i_next == sort_length_reg)begin
              state_next = sort_finished_1;
              i_next = 0;
           end
           j_next = j_reg + 1'b1;
           if (j_next == sort_length_reg)begin
              state_next = sort_p1;
              j_next = 0;
              i_next = i_reg + 1'b1;
              if (i_next == sort_length_reg)begin
                 state_next = sort_finished_1;
                 ram_mem.en1 = 1'b1;
                 ram_mem.addr1 = i_reg;
                 i_next = 0;
              end
           end                      
        end  
        sort_finished_1:begin
           if (oready == 1'b1)begin
              state_next = sort_finished_2;
              ram_mem.en1 = 1'b1;
              ram_mem.addr1 = i_reg;
              i_next = i_reg + 1'b1;
           end
        end  
        sort_finished_2:begin
	   if (oready == 1'b1)begin
              ovalid = 1'b1;
              odata = ram_mem.r_data1;
              ram_mem.en1 = 1'b1;
              ram_mem.addr1 = i_reg;
              state_next = sort_finished_2;
              i_next = i_reg + 1'b1;
              if (i_reg == sort_length_reg)begin
		 olast = 1'b1;
		 olast_l = 1'b1; 		
		 state_next = idle;
		 sort_length_next = 0;
              end
	   end
        end
        default:
          state_next = idle;
      endcase  
   end  
   always @(posedge clk) begin 
      if (ram_mem.en1) begin
     	 if (ram_mem.w_en1) begin
            ram_mem.ram[ram_mem.addr1] <= ram_mem.w_data1;
     	 end
     	 else begin
            ram_mem.r_data1 <= ram_mem.ram[ram_mem.addr1];
            ram_mem.r_data2 <= ram_mem.ram[ram_mem.addr2];
         end
      end
   end
endmodule

==> GITHUB_STEP_SUMMARY <==
## Implementation flow summary

| Metric | Value |
|---|---|
| Maxcap violations | 0 |
| Post-synth cell types | 53 |
| Iteration tally of the first detailed-router pass | 6 |
| Max reg flops | 128 |
| CP max FO | 32 |
| Setup WS pre-CTS | 2.981 ns |
| CTS Hold Bufs | 0 |
| Psw | 0.4691 mW |
| Largest net degree at the start of global routing | 55 |
| P&R area growth vs syn | 15.36% |
| Post-cts resize count | 0 |
| Hold Violations, Final | 0 |
| Reg2reg end | ram_mem.ram[97] |
| Relative slew slack | 0.4567 |
| Fmax | 0.1830 GHz |
| Period Utilization, post-route | 0.6141 |
| Post-route DRC | 0 |
| Routed length per instance | 20.78 microns |
| Setup Viol. Count Final | 0 |
| CP Launch Type | primary input |
| Data required, critical path | 9.11 ns |
| Synth Cell Area | 10090 sq um |
| Vert. Die Dim | 160.8 microns |
| Yosys reg bits | 212 |
| Chip Area, Yosys | 10090 sq um |
| Tool Warnings | 25 |
| Commonest cells in the netlist | 160 x edfxtp_1, 97 x mux2i_1, 72 x o21ai_0 |
| WHS Path Cells | 1 |
| H-tree Lvls | 1 |
| Post-layout util | 0.4742 |
| Internal | 1.708 mW |
| VDD IR max | 118.2 uV |
| CP most frequent cell | buf_4 |
| Yosys warning count | 0 |
| Routed WL | 24230 microns |
| Setup Fix Bufs, Post-CTS | 0 |
| CTS tree | built |
| Yosys Instances | 783 |
| CTS root buf | clkbuf_16 |
| Worst EP arrival | 5.68 ns |
| Core area | 24530 sq um |
| Vias in the first global route | 6522 |
| Min Tclk post-route | 5.465 ns |
| Global-route usage over all layers | 0.2013 |
| Ys flop type | edfxtp_1 |
| Post-DRT Antenna Nets | 0 |
| Biggest register | ram_mem.ram |
| Cells after Synth | 783 |
| Hold_ws | 0.4764 ns |
| Setup ws final | 3.435 ns |
| CP peak stage delay | 0.84 ns |
| Most instantiated library cell after synthesis | edfxtp_1 |
| DR iter-0 viols | 550 |
| FF-to-FF setup slack | 4.32 ns |
| PD cells | 187.2 nW/um^2 |
| Layout cells sized above 1 | 0.1342 |
| Flop pwr share | 0.504 |
| Top Ports | 40 |
| Reg2Reg Depth | 12 |
| # rows | 57 |
| Die width | 160.8 microns |
| RSZ-0062 raised after global routing | false |
| Initial antenna violation count | 0 |
| EDFF count, synth | 160 |
| Crit-path slowest cell | clkdlybuf4s50_1 |
| Number of CTS-inserted buffers | 24 |
| Late-Pin Clk Latency | 0.51 ns |
| Placer Congestion | 0.8355 |
| Hold Crit Endpoint | comp_num_reg[2] |
| Sw frac | 0.2154 |
| Syn Area/Cell | 12.88 sq um |
| Pre-placement core utilization | 0.4111 |
| Detailed Place HPWL | 15750 microns |
| # diodes | 0 |
| CTS max path bufs | 3 |
| Clock power frac | 0.435 |
| Delay-heaviest family, CP | buffers and inverters |
| # fillers | 2134 |
| Setup TNS | 0 ns |
| Static Leakage | 4.658 nW |
| Via density | 5.496 |
| Clock edge transition at the registers on the reported setup and hold paths | 0.06 ns |
| Worst slew pin tran | 0.8124 ns |
| Total chip power | 2.178 mW |
| Buf+Inv Stages, Crit Path | 5 |
| CP Class | in2reg |
| Top cells by area | edfxtp_1 48%, dfxtp_1 10%, mux2i_1 9.6% |
| Synth Seq Share | 0.5796 |
| Clock Sinks | 212 |
| Grt ovf | 0 |
| Synth top area share | 0.4764 |
| First-pass GRT wire length | 37200 microns |
| Worst-path cell chain | clkdlybuf4s50_1, a21oi_1, nand2b_1, a31o_1, a222oi_1, buf_4, buf_4, inv_1, nor3_2, buf_4 |
| CP endpoint kind | flop |
| Fin. max-slew vios | 0 |
| Clock skew | 0.009315 ns |
| R2r startpoint | j_reg[0] |
| Worst hold path type | reg2reg |
| Cell taking the most area after synthesis | edfxtp_1 |
| FFs w/ async S/R, synth | 0 |
| Via Count | 6408 |
| Combinational power share | 0.060 |
| Die area | 25850 sq um |
| Status | finished clean |
| IO buf count | 39 |
| Startpoint of the worst hold path | comp_num_reg[2] |
==> worst max path at each step <==
stage | to | slack, ns | start | depth (start not counted)
CTS | ram_mem.ram[97] | 3.48 | oready | 10
global route | ram_mem.ram[99] | 3.19 | oready | 10
finish | ram_mem.ram[97] | 3.43 | oready | 10
==> cell families (layout without fill, tap and decap cells) <==
family | count (synthesis) | in the layout | synth area share
compound gates | 193 | 193 | 0.1305
simple gates | 123 | 123 | 0.06141
xor+xnor | 15 | 15 | 0.01377
flops | 212 | 212 | 0.5796
buf+inv | 92 | 151 | 0.04143
fa+ha+maj | 18 | 18 | 0.02233
mux | 130 | 130 | 0.1510
==> layer usage <==
metal  GRT usage  part of all wire  vias up  wire (microns)
met5     0.01894            0.0026        -              63
met3      0.1041              0.11       46            2684
li1            -                 -     3082               -
met1      0.2739              0.42     3000           10070
met2      0.2999              0.45      278           10840
met4     0.04245             0.024        2             578
==> per-stage QoR <==
stage,std cells,instance area (sq um)
after floorplan,783,10090
after global placement,1122,10870
after detailed placement,1122,10870
after CTS,1166,11630
after global routing,1166,11630
final,1166,11630
==> power groups by stage <==
stage	registers, mW	clock network [mW]	logic, mW
after CTS	1.10	0.967	0.132
after global routing	1.10	1.01	0.145
final	1.10	0.948	0.132
==> layout by cell type, fill, tap and decap left out, types with 5 or more instances in the layout <==
master / instances
o22a_1: 16
a222oi_1: 17
clkdlybuf4s50_1: 39
a22oi_1: 5
clkinv_2: 5
a22o_1: 33
xor2_1: 7
inv_1: 37
mux4_2: 16
clkbuf_16: 25
xnor2_1: 7
nor3_2: 6
ha_1: 18
a21o_1: 5
buf_4: 31
mux2i_1: 97
nor2b_1: 6
o21ai_0: 72
clkinv_1: 7
nand3_1: 5
edfxtp_1: 160
dfxtp_1: 52
a21oi_1: 29
and3_1: 16
nand2_1: 39
mux2_2: 17
nor2_1: 23
==> layout make-up <==
class	count	area [sq um]	area share
Clock inverter	16	127.6	0.01097
Multi-Input combinational cell	479	3857	0.3315
Sequential cell	212	5846	0.5024
Timing Repair Buffer	70	623.1	0.05355
Inverter	37	138.9	0.01194
Tap cell	324	405.4	0.03484
Clock buffer	28	636.9	0.05474
Power and IR drop assume default switching activity.
